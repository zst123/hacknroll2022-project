`design/flow/config.mk`:
```
export PLATFORM = sky130hd
export DESIGN_NAME = uart_rx
export DESIGN_NICKNAME = uart_rx
export VERILOG_FILES = /design/flow/design.v
export SDC_FILE = /design/flow/constraint.sdc
export NUM_CORES = 4
export LEC_CHECK = 1
export CORE_UTILIZATION = 40
```
`design/flow/constraint.sdc`:
```
current_design uart_rx

set clk_period 4.2
set clk_io_pct 0.2

create_clock -name clk0 -period $clk_period [get_ports {i_CLK}]

set non_clock_inputs [all_inputs -no_clocks]
set_input_delay [expr $clk_period * $clk_io_pct] -clock clk0 $non_clock_inputs
set_output_delay [expr $clk_period * $clk_io_pct] -clock clk0 [all_outputs]
```
`design/flow/design.v`:
```
module uart_rx #(
    parameter CLOCK_RATE = 100000000,
    parameter BAUD_RATE = 9600
)(
    input        i_CLK,
    input        i_RX,
    output       o_READY,
    output [7:0] o_DATA
);
    localparam CLKS_PER_BIT = CLOCK_RATE / BAUD_RATE;
    localparam STATE_IDLE = 4'h0;
    localparam STATE_START = 4'h1;
    localparam STATE_DATA = 4'h2;
    localparam STATE_STOP = 4'h3;
    reg [3:0] state = STATE_IDLE;
    reg [15:0] delay_count = 0;
    reg [3:0] data_index = 0;
    reg       r_READY = 0;
    reg [7:0] r_DATA = "X";
    assign o_DATA = r_DATA;
    assign o_READY = r_READY;
    reg r_RX = 1;
    reg [9:0] xfer_pipe;
    always @(posedge i_CLK) begin
        { r_RX, xfer_pipe } <= { xfer_pipe, i_RX };
    end
    always @(posedge i_CLK) begin
        case (state)
            STATE_IDLE: begin
                r_READY <= 0;
                delay_count <= 0;
                data_index <= 0;
                if (r_RX == 1'b0) begin
                    state <= STATE_START;
                end else begin
                    state <= STATE_IDLE;
                end
            end
            STATE_START: begin
                if (delay_count < (CLKS_PER_BIT/2)) begin
                    delay_count <= delay_count + 16'd1;
                end else begin
                    delay_count <= 0;
                    if (r_RX == 1'b0) begin
                        state <= STATE_DATA;
                    end else begin
                        state <= STATE_IDLE;
                    end
                end
            end
            STATE_DATA: begin
                if (delay_count < CLKS_PER_BIT) begin
                    delay_count <= delay_count + 1;
                end else if (delay_count == CLKS_PER_BIT) begin
                    if (data_index < 7) begin
                        r_DATA[data_index] <= r_RX;
                    end
                    delay_count <= delay_count + 1;
                end else begin
                    delay_count <= 0;
                    if (data_index < 7) begin
                        data_index <= data_index + 1;
                    end else begin
                        state <= STATE_STOP;
                    end
                end
            end
            STATE_STOP: begin
                if (delay_count < CLKS_PER_BIT) begin
                    delay_count <= delay_count + 1;
                end else begin
                    r_READY = 1'b1;
                    if (r_RX == 1'b1) begin
                        state <= STATE_IDLE;
                    end
                end
            end
        endcase  
    end  
endmodule  
```
`design/flow/run.sh`:
```
#!/bin/bash
# OpenROAD 26Q1-2900-gdf79404cd8, Yosys 0.63+post, stock flow scripts
make -C /OpenROAD-flow-scripts/flow DESIGN_CONFIG=/design/flow/config.mk WORK_HOME=/design/flow/orfs finish
```
==> metrics.yaml <==
status: "complete, no violations"
hold_path.class: "reg2reg"
lay_top_count: "edfxtp_1"
synth.cell_area_sq_mm: 0.00208
wl_um: 3250
cp.arrival_ps: 2140
die_w_um: 74.1
final_layout_top_logic_cells: "edfxtp_1 (31), nor2_1 (20), inv_1 (13), nand2_1 (13), xnor2_1 (12)"
ff_type: "edfxtp_1"
num_vias: 1379
setup_ws_ps: 2090
cts_resized: 0
final_core_util_pct: 48.1
fp-row-count: 25
min_to: "xfer_pipe[6]"
routedWlPerCell_um: 12.0
powerDensity_mw_per_mm2: 599
io_pins: 11
p_sw_share_pct: 38.2
vdd_ir_drop_max_mv: 0.239
via_per_inst: 5.09
pre_cts_ws_ps: 2070
r2r-end: "r_READY"
ys_ff: 42
power_switching_uw: 533
r2r_start: "delay_count[10]"
antenna_found_initial: 0
p_leak_uw: 0.000848
drtIter0Drc: 76
drc: 0
p_seq_share_pct: 49.6
synth_warnings: 1
setup.worst_path.start_class: "flop"
internal_power_uw: 863
clkSinkCount: 42
cts_tree: "built"
antenna_left: 0
h-tree-depth: 2
flop_area_sq_mm: 0.00115
die_area_sq_mm: 0.00549
fin_setup_tns_ps: 0
insertedDiodeCount: 0
fp.dieH_um: 74.1
clock_skew_ps: 6.63
whs_path_depth: 0
cts_setup_buffers: 0
grt-ovfl-total: 0
critPathKind: "reg2reg"
max-slew-margin-rel_pct: 52.4
clkTransAtPathRegs_ps: 90
grt_pass1_wl_um: 5530
required_ps: 4230
port_buffers: 10
warnings: 29
cts.path.max_buffers: 2
nFillCells: 431
hold_buffers: 0
cts_buffers: 5
synth-edff-count: 31
combGateArea_sq_um: 841
synth_area_per_cell_sq_um: 11.0
rrSetupSlack_ps: 2090
path_max_fanout: 17
area_growth_pct: 12.0
min_period_over_period_pct: 50.3
ys_seq_share_pct: 55.4
core_area_sq_mm: 0.00485
worstSkewPairLatency_ps: 300
ys_types: 37
p_clk_share_pct: 19.8
max_cap_violations: 0
root_buffer: "clkbuf_8"
synthCells: 189
layout-drive-gt1-share_pct: 12.3
hold_viol: 0
place_hpwl_um: 2260
fp-utilization_pct: 42.9
fmax_mhz: 473
track_usage_pct: 13.6
tightest_slew_ps: 712
power_frac_comb_pct: 30.5
grt_max_degree: 18
place.gp.congestion: 0.871
synthArstFlopShare_pct: 0
firstDrtPassIters: 4
rr_worst_depth: 5
end_kind: "flop"
rsz0062_at_grt: "no"
min_period_ps: 2110
ys_area_sq_mm: 0.00208
slew_violations: 0
whs_ps: 332
grt_pass1_vias: 1217
setup_violations: 0
yosysCellCount: 189
min_from: "xfer_pipe[5]"
worst max-delay path, stage by stage (launching register included):
cell and delay [ps]:
edfxtp_1 510, nor3_2 230, o21ai_0 110, a21o_1 220, nand2_1 550, o21ai_0 220
worst max-delay path by stage:
stage                    from      end  slack (ps)  cells after the start
global route  delay_count[10]  r_READY        1860                      5
CTS           delay_count[10]  r_READY        2070                      5
finish        delay_count[10]  r_READY        2090                      5
sequential cells by signal, indices dropped and copies added (netlist names), named ones only:
name	cells
delay_count	16
xfer_pipe	10
data_index	4
state	1
r_READY	1
r_DATA	8
r_RX	1
synthesized netlist by cell type, types with 2 or more instances:
master	instances	area, sq um
nor2_1	20	75.1
a21o_1	2	15.0
a21oi_1	4	20.0
edfxtp_1	31	931
xnor2_1	12	105
nand2_1	13	48.8
dfxtp_1	11	220
nor4_1	2	12.5
o31ai_1	2	15.0
inv_1	13	48.8
a21boi_0	2	15.0
nor2_2	9	56.3
nand4_1	3	18.8
a22o_1	4	35.0
mux2_2	2	22.5
xor2_1	5	43.8
and3_1	3	18.8
o21ai_0	7	35.0
nand3_1	9	45.0
buf_6	3	33.8
nor3_2	2	20.0
ha_1	6	75.1
a31oi_1	2	12.5
nor3_1	9	45.0
kinds of logic after synthesis:
kind of cell / synth area share, %
AND/OR/NAND/NOR: 18.6
multiplexers: 1.08
XOR/XNOR: 7.16
AND-OR/OR-AND: 9.99
flip-flops: 55.4
adder cells (fa/ha/maj): 3.61
buffers and inverters: 4.21
layer usage:
| metal | vias up | wire (um) | track usage (%) |
|---|---|---|---|
| met4 | 0 | 55 | 2.14 |
| met2 | 17 | 1500 | 21.8 |
| li1 | 698 | - | - |
| met1 | 659 | 1610 | 20.6 |
| met5 | - | 0 | 0 |
| met3 | 5 | 93 | 2.61 |
cell type report:
cell class	count	share of cell area, %
Clock buffer	5	2.95
Clock inverter	3	1.24
Inverter	13	2.09
Multi-Input combinational cell	130	36.1
Sequential cell	42	49.4
Tap cell	67	3.60
Timing Repair Buffer	11	4.62
power groups by stage:
stage | Combinational, uW | Sequential [uW] | Clock, uW
after CTS | 428 | 691 | 283
after global routing | 486 | 710 | 301
final | 426 | 693 | 277
stage by stage:
step	area, sq um	total power [uW]	cells
after CTS	2330	1400	271
final	2330	1400	271
after floorplan	2080	1050	189
after detailed placement	2230	1130	263
after global routing	2330	1500	271
after global placement	2230	1110	263
No activity file was given, so power comes from the tool's default toggle rates.
